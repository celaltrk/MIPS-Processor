$ cat design/flow/run.sh
#!/bin/bash
# OpenROAD 26Q1-2900-gdf79404cd8, Yosys 0.63+post, stock flow scripts
make -C /OpenROAD-flow-scripts/flow DESIGN_CONFIG=/design/flow/config.mk WORK_HOME=/design/flow/orfs finish
$ cat design/flow/config.mk
export PLATFORM = sky130hd
export DESIGN_NAME = top
export DESIGN_NICKNAME = top
export VERILOG_FILES = /design/flow/design.v
export SDC_FILE = /design/flow/constraint.sdc
export NUM_CORES = 4
export LEC_CHECK = 1
export CORE_UTILIZATION = 40
export SYNTH_MEMORY_MAX_BITS = 65536
$ cat design/flow/constraint.sdc
current_design top

set clk_period 61.3
set clk_io_pct 0.2

create_clock -name clk0 -period $clk_period [get_ports {clk}]

set non_clock_inputs [all_inputs -no_clocks]
set_input_delay [expr $clk_period * $clk_io_pct] -clock clk0 $non_clock_inputs
set_output_delay [expr $clk_period * $clk_io_pct] -clock clk0 [all_outputs]
$ cat design/flow/design.v
`timescale 1ns / 1ps
module adder (input  logic[31:0] a, b,
              output logic[31:0] y);
     assign y = a + b;
endmodule
`timescale 1ns / 1ps
module alu(input  logic [31:0] a, b, 
           input  logic [2:0]  alucont, 
           output logic [31:0] result,
           output logic zero);
    always_comb
        case(alucont)
            3'b010: result = a + b;
            3'b011: result = a ^ b;
            3'b110: result = a - b;
            3'b000: result = a & b;
            3'b001: result = a | b;
            3'b111: result = (a < b) ? 1 : 0;
            default: result = {32{1'bx}};
        endcase
    assign zero = (result == 0) ? 1'b1 : 1'b0;
endmodule
`timescale 1ns / 1ps
module aludec (input    logic[5:0] funct,
               input    logic[1:0] aluop,
               output   logic[2:0] alucontrol);
  always_comb
    case(aluop)
      2'b00: alucontrol  = 3'b010;   
      2'b01: alucontrol  = 3'b110;   
      default: case(funct)           
          6'b100000: alucontrol  = 3'b010;  
          6'b100010: alucontrol  = 3'b110;  
          6'b100100: alucontrol  = 3'b000;  
          6'b100101: alucontrol  = 3'b001;  
          6'b101010: alucontrol  = 3'b111;  
          default:   alucontrol  = 3'bxxx;  
        endcase
    endcase
endmodule
`timescale 1ns / 1ps
module controller(input  logic[5:0] op, funct,
                  input  logic     zero,
                  output logic     memtoreg, memwrite,
                  output logic     pcsrc, alusrc,
                  output logic     regdst, regwrite,
                  output logic     jump,
                  output logic[1:0] ZeroExt,
                  output logic[2:0] alucontrol);
   logic [1:0] aluop;
   logic       branch;
   maindec md (op, memtoreg, memwrite, branch, alusrc, regdst, regwrite, 
		 jump, aluop, ZeroExt);
   aludec  ad (funct, aluop, alucontrol);
   assign pcsrc = branch & zero;
endmodule
`timescale 1ns / 1ps
module datapath (input  logic clk, reset, memtoreg, pcsrc, alusrc, regdst,
                 input  logic regwrite, jump, 
		 input  logic[2:0]  alucontrol, 
		 input logic[1:0] ZeroExt,
		 output logic[31:0] mux4_out,
                 output logic zero, 
		 output logic[31:0] pc, 
	         input  logic[31:0] instr,
                 output logic[31:0] writedata, 
	         input  logic[31:0] readdata);
  logic [4:0]  writereg;
  logic [31:0] pcnext, pcnextbr, pcplus4, pcbranch;
  logic [31:0] signimm, signimmsh, srca, srcb, result;
  logic [31:0] zeroimm, srca_xor_zeroimm, zeroimm_sl16, aluout;
  flopr #(32) pcreg(clk, reset, pcnext, pc);
  adder       pcadd1(pc, 32'b100, pcplus4);
  sl2         immsh(signimm, signimmsh);
  adder       pcadd2(pcplus4, signimmsh, pcbranch);
  mux2 #(32)  pcbrmux(pcplus4, pcbranch, pcsrc,
                      pcnextbr);
  mux2 #(32)  pcmux(pcnextbr, {pcplus4[31:28], 
                    instr[25:0], 2'b00}, jump, pcnext);
   regfile     rf (clk, regwrite, instr[25:21], instr[20:16], writereg,
                   result, srca, writedata);
   mux2 #(5)    wrmux (instr[20:16], instr[15:11], regdst, writereg);
   mux2 #(32)  resmux (mux4_out, readdata, memtoreg, result);
   signext         se (instr[15:0], signimm);
   mux2 #(32)  srcbmux (writedata, signimm, alusrc, srcb);
   alu         alu (srca, srcb, alucontrol, aluout, zero);
   zeroext ze(instr[15:0], zeroimm);
   xor32 xor_32(zeroimm, srca, srca_xor_zeroimm);
   sl16 sl16_32(zeroimm, zeroimm_sl16);
   mux3 mux3_32(aluout, zeroimm_sl16, srca_xor_zeroimm, ZeroExt, mux4_out);
endmodule
`timescale 1ns / 1ps
module dmem (input  logic        clk, we,
             input  logic[31:0]  a, wd,
             output logic[31:0]  rd);
   logic  [31:0] RAM[63:0];
   assign rd = RAM[a[31:2]];     
   always_ff @(posedge clk)
     if (we)
       RAM[a[31:2]] <= wd;       
endmodule
`timescale 1ns / 1ps
module flopr #(parameter WIDTH = 8)
              (input logic clk, reset, 
	       input logic[WIDTH-1:0] d, 
               output logic[WIDTH-1:0] q);
  always_ff@(posedge clk, posedge reset)
    if (reset) q <= 0; 
    else       q <= d;
endmodule
`timescale 1ns / 1ps
module imem ( input logic [5:0] addr, output logic [31:0] instr);
	always_comb
	   case ({addr,2'b00})		   	 
        	8'h00: instr = 32'h2014fff6;  	 
        	8'h04: instr = 32'h20090007;  	 
        	8'h08: instr = 32'h22820003;  	 
        	8'h0c: instr = 32'h01342025;  	 
        	8'h10: instr = 32'h00822824;
        	8'h14: instr = 32'h00a42820;
        	8'h18: instr = 32'h1045003d;
        	8'h1c: instr = 32'h0054202a;
        	8'h20: instr = 32'h10040001;
        	8'h24: instr = 32'h00002820;
        	8'h28: instr = 32'h0289202a;
        	8'h2c: instr = 32'h00853820;
        	8'h30: instr = 32'h00e23822;
        	8'h34: instr = 32'hac470057;
        	8'h38: instr = 32'h8c020050;
        	8'h3c: instr = 32'h08000011;
        	8'h40: instr = 32'h20020001;
        	8'h44: instr = 32'h2282005a;
        	8'h48: instr = 32'h3C0880FF;  
        	8'h4c: instr = 32'h01000020;  
        	8'h50: instr = 32'h20087FFF;  
        	8'h54: instr = 32'h21080001;  
        	8'h58: instr = 32'h2009FFFF;  
        	8'h5c: instr = 32'h39298000;  
        	8'h60: instr = 32'h21290001;  
        	8'h64: instr = 32'h01285020;  
        	8'h68: instr = 32'h0800001A;   
	     default:  instr = {32{1'bx}};	 
	   endcase
endmodule
`timescale 1ns / 1ps
module maindec (input logic[5:0] op, 
	              output logic memtoreg, memwrite, branch,
	              output logic alusrc, regdst, regwrite, jump,
	              output logic[1:0] aluop, output logic[1:0] ZeroExt);
   logic [10:0] controls;
   assign {regwrite, regdst, alusrc, branch, memwrite,
                memtoreg,  aluop, jump, ZeroExt} = controls;
  always_comb
    case(op)
      6'b000000: controls <= 11'b11000010000;  
      6'b100011: controls <= 11'b10100100000;  
      6'b101011: controls <= 11'b00101000000;  
      6'b000100: controls <= 11'b00010001000;  
      6'b001000: controls <= 11'b10100000000;  
      6'b000010: controls <= 11'b00000000100;  
      6'b001111: controls <= 11'b10000000001;  
      6'b001110: controls <= 11'b10000000010;  
      default:   controls <= 11'bxxxxxxxxxxx;  
    endcase
endmodule
`timescale 1ns / 1ps
module mips (input  logic        clk, reset,
             output logic[31:0]  pc,
             input  logic[31:0]  instr,
             output logic        memwrite,
             output logic[31:0]  mux4_out, writedata,
             input  logic[31:0]  readdata);
  logic        memtoreg, pcsrc, zero, alusrc, regdst, regwrite, jump;
  logic [2:0]  alucontrol;
  logic [1:0] ZeroExt;
  controller c (instr[31:26], instr[5:0], zero, memtoreg, memwrite, pcsrc,
                        alusrc, regdst, regwrite, jump, ZeroExt, alucontrol);
  datapath dp (clk, reset, memtoreg, pcsrc, alusrc, regdst, regwrite, jump,
                          alucontrol, ZeroExt, mux4_out, zero, pc, instr, writedata, readdata);
endmodule
`timescale 1ns / 1ps
module mux2 #(parameter WIDTH = 8)
             (input  logic[WIDTH-1:0] d0, d1,  
              input  logic s, 
              output logic[WIDTH-1:0] y);
   assign y = s ? d1 : d0; 
endmodule
`timescale 1ns / 1ps
module mux3  (input  logic[31:0] d0, d1, d2,
              input  logic[1:0] s,
              output logic[31:0] y);
  always_comb begin
    case (s)
      2'b00: y = d0;
      2'b01: y = d1;
      2'b10: y = d2;
      default: y = 32'hxxxxxxxx;
    endcase
  end
endmodule
`timescale 1ns / 1ps
module regfile (input    logic clk, we3, 
                input    logic[4:0]  ra1, ra2, wa3, 
                input    logic[31:0] wd3, 
                output   logic[31:0] rd1, rd2);
  logic [31:0] rf [31:0];
  always_ff@(posedge clk)
     if (we3) 
         rf [wa3] <= wd3;	
  assign rd1 = (ra1 != 0) ? rf [ra1] : 0;
  assign rd2 = (ra2 != 0) ? rf[ ra2] : 0;
endmodule
`timescale 1ns / 1ps
module signext (input  logic[15:0] a,
                output logic[31:0] y);
  assign y = {{16{a[15]}}, a};     
endmodule
`timescale 1ns / 1ps
module sl16 (input  logic[31:0] a, output logic[31:0] y);
     assign y = {a[15:0], 16'b0000000000000000};  
endmodule
`timescale 1ns / 1ps
module sl2 (input  logic[31:0] a,
            output logic[31:0] y);
     assign y = {a[29:0], 2'b00};  
endmodule
`timescale 1ns / 1ps
module top  (input   logic 	 clk, reset,            
	     output  logic[31:0] writedata, dataadr, 
	     output  logic[31:0] pc, instr, readdata,           
	     output  logic       memwrite);    
   mips mips (clk, reset, pc, instr, memwrite, dataadr, writedata, readdata);  
   imem imem (pc[7:2], instr);  
   dmem dmem (clk, memwrite, dataadr, writedata, readdata);
endmodule
`timescale 1ns / 1ps
module xor32(input logic[31:0] a, b, output logic[31:0] y);
    assign y = a ^ b;
endmodule
`timescale 1ns / 1ps
module zeroext(input  logic[15:0] a, output logic[31:0] y);
  assign y = {16'b0000000000000000, a};     
endmodule
==> GITHUB_STEP_SUMMARY <==
## PnR job results

| Metric | Value |
|---|---|
| Outcome | complete, no violations |
| Maximum number of pins on one net before global-route repair | 116 |
| Clock H-tree levels | 5 |
| Slowest CP cell | sky130_fd_sc_hd__nand3_1 |
| Via Count | 94,177 |
| Sink Count | 3,102 |
| Inserted Clock Buffers | 326 |
| Total wire length after detailed routing | 500 mm |
| Setup repair after global routing missed its margin | false |
| Top post-synthesis cells by area | sky130_fd_sc_hd__edfxtp_1, sky130_fd_sc_hd__nand2_1, sky130_fd_sc_hd__mux4_2, sky130_fd_sc_hd__a21oi_1, sky130_fd_sc_hd__nand3_1 |
| Critical Path Source | mips.dp.pcreg.q[2] |
| Total congestion overflow | 0 |
| Worst clock skew on the final layout | 80.6 ps |
| Antenna Violating Nets Remaining | 0 |
| CORE AREA | 343,000 µm² |
| FMAX | 38.9 MHz |
| Number of cell instances after yosys synthesis | 10,241 |
| Overall power consumption | 4.25 mW |
| Crit path max fanout | 44 |
| Count of library flops with an enable pin | 3,072 |
| # hold bufs at CTS | 0 |
| Number of failing hold endpoints at the final stage | 0 |
| Number of top-level pins | 163 |
| Die Ht | 589 µm |
| Fraction of layout cells with a size suffix above 1 | 0.132 |
| Async set-reset flop share out of synthesis | 0.00967 |
| Reported leakage power | 50.9 nW |
| Post-synthesis instance area | 138,000 µm² |
| HPWL after detailed placement | 302 mm |
| Capture point of the critical path | readdata[10] |
| Count of warning messages emitted by the tools | 108 |
| Number of slew-limit violations in the final report | 0 |
| TritonCTS clock tree | done |
| Final setup TNS | 0 ps |
| Die W | 589 µm |
| Final clock period utilization by the worst path | 0.420 |
| Power density relative to cell area | 26.8 nW/µm² |
| Share of synthesized area occupied by flip-flops and latches | 0.675 |
| Nature of the critical path endpoint | output port |
| Number of failing setup endpoints in the final timing report | 0 |
| Number of buffer and inverter instances along the worst setup path | 11 |
| Cell count after synthesis | 10,241 |
| Post-CTS Resized | 0 |
| Reg-to-reg setup timing slack | 48,200 ps |
| FF-to-FF Start | mips.dp.pcreg.q[2] |
| Layout-stage area growth over the synthesis result | 14.9% |
| Worst max-slew margin expressed relative to the limit | 0.178 |
| Top cell type by instance count after synthesis | sky130_fd_sc_hd__edfxtp_1 |
| Data arrival at the endpoint of the critical path | 13,460 ps |
| Number of distinct standard cells referenced by the synthesized netlist | 101 |
| Largest stage delay on the critical path | 950 ps |
| Capturing point of the worst reg2reg path | mips.dp.rf.rf[6][10] |
| Iteration-0 DRC count of the detailed router | 7,283 |
| Number of post-CTS setup repair buffers | 0 |
| Setup crit start kind | flip-flop |
| Data required time of the worst path | 49,040 ps |
| Clock-pin slew reported for the worst setup and hold paths after clock tree synthesis | 60 ps |
| Synthesized area per cell | 13.5 µm² |
| Max-cap violations | 0 |
| Cell family with most CP delay | buffers and inverters |
| Insertion delay at the late pin of the worst-skew pair | 920 ps |
| Maximum root-to-sink buffer count | 4 |
| Chip area | 347,000 µm² |
| Count of standard-cell rows | 215 |
| Global-route total usage across every layer | 0.312 |
| Final weighted congestion in routability-driven placement | 0.973 |
| Worst min path class | reg2reg |
| Initial antenna violation count | 11 |
| Crit-path most repeated cell | sky130_fd_sc_hd__buf_4 |
| Number of design rule violations left after detail routing | 0 |
| First-pass GRT wire length | 706 mm |
| Input/output buffers | 159 |
| Initial core utilization | 0.402 |
| Routed length per placed instance | 31.9 µm |
| Synthesized registers | 3,102 |
| Worst Path Class, Setup | reg2out |
| Synth warnings | 8 |
| Area share of the largest cell type after synthesis | 0.669 |
| Final worst path period need | 25,720 ps |
| Depth of the most critical reg-to-reg path | 29 |
| Most common reg cell | sky130_fd_sc_hd__edfxtp_1 |
| Top cells by count | sky130_fd_sc_hd__edfxtp_1, sky130_fd_sc_hd__nand2_1, sky130_fd_sc_hd__a21oi_1, sky130_fd_sc_hd__nand3_1, sky130_fd_sc_hd__clkbuf_1 |
| Yosys-reported design area after synthesis | 138,000 µm² |
| Cell area after layout | 158,000 µm² |
| Vias per cell | 6.00 |
| Cell taking the most area after synthesis | sky130_fd_sc_hd__edfxtp_1 |
| Clock root cell | sky130_fd_sc_hd__clkbuf_16 |
| Total stage count of the critical path | 29 |
| Vias in the first global route | 98,533 |
| Placement-stage cell area | 148,000 µm² |
| Iteration tally of the first detailed-router pass | 6 |
| Worst-margin pin slew | 1230 ps |
| Largest vdd supply drop | 0.0217 mV |
[sequential cells by signal (all words and copies together), names as in the netlist]
name / flops
mips.dp.rf.rf: 1024
dmem.RAM: 2048
mips.dp.pcreg.q: 30
[through the flow]
stage	instances	hold WS, ps	util	worst slack (ps)
2_1_floorplan	10691	544	-	39510
3_3_place_gp	15104	591	0.432	36660
3_5_place_dp	15105	603	0.432	36730
4_1_cts	15680	613	0.462	35760
5_1_grt	15681	656	0.462	35160
6_report	15687	604	0.462	35580
[layer usage]
metal / GRT usage / vias to the layer above / routed length [µm] / share of wire
li1: - / 40256 / - / -
met1: 0.350 / 45326 / 158000 / 0.32
met2: 0.420 / 7271 / 211000 / 0.42
met3: 0.252 / 1265 / 94100 / 0.19
met4: 0.162 / 59 / 34900 / 0.070
met5: 0.0531 / - / 2100 / 0.0042
[cells by family after synthesis]
| logic type | count (synthesis) | share of synthesized area |
|---|---|---|
| AOI/OAI and AO/OA | 2199 | 0.107 |
| xor gates and xnor gates | 90 | 0.00577 |
| adders and majority gates | 143 | 0.0131 |
| buffers and inverters | 887 | 0.0278 |
| DFF | 3102 | 0.675 |
| muxes | 625 | 0.0722 |
| other | 1 | 0.0000272 |
| and+or+nand+nor | 3194 | 0.0996 |
[layout make-up]
type | count | area, µm²
inverter | 147 | 642
timing repair buffer | 597 | 4950
tap | 4557 | 5700
multi-input combinational | 6702 | 43800
antenna | 7 | 17.5
clock inverter | 185 | 1710
clock buffer | 390 | 8530
fill | 28996 | 185000
sequential | 3102 | 93000
[report_power, final]
part	switching [mW]	total, mW	leakage [nW]	internal [mW]
sequential	0.00296	2.31	26.0	2.31
clock	0.827	1.93	5.00	1.11
combinational	0.00699	0.0102	19.9	0.00316
total	0.837	4.25	50.9	3.41
[cells in the final DEF, fill, tap and decap left out, drive strengths merged, types with 79 or more instances in the layout]
cell | Yosys | routed
and2 | 81 | 81
a21oi | 684 | 684
clkdlybuf4s50 | 0 | 159
ha | 140 | 140
a221oi | 80 | 80
buf | 361 | 438
clkbuf | 379 | 390
o2bb2ai | 79 | 79
nand3 | 544 | 544
o22ai | 106 | 106
inv | 144 | 150
mux2i | 252 | 252
a31oi | 140 | 140
o21ai | 240 | 240
clkinv | 3 | 146
a22oi | 211 | 211
nor2 | 356 | 356
mux2 | 87 | 87
and3 | 106 | 106
a311oi | 168 | 168
edfxtp | 3072 | 3072
nand2 | 1880 | 1880
a211oi | 161 | 161
conb | 1 | 451
mux4 | 286 | 286
[tightest hold or removal path, stage by stage (launching register included)]
cell,delay [ps]
sky130_fd_sc_hd__dfrtp_1,350
sky130_fd_sc_hd__xor2_1,90
sky130_fd_sc_hd__xnor2_1,120
[worst min path at each step]
stage,from,end,slack [ps],cells after the start
after CTS,mips.dp.pcreg.q[31],mips.dp.pcreg.q[31],610,2
after global routing,mips.dp.pcreg.q[31],mips.dp.pcreg.q[31],660,2
final,mips.dp.pcreg.q[31],mips.dp.pcreg.q[31],600,2
No activity file was given, so power comes from the tool's default toggle rates.
